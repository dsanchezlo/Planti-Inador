==> /design/flow/design.v <==
module UARTrx(rx, clkBaud, dato, hecho, ERRrx);
	input wire rx;								 
	input wire clkBaud;							 
	output reg [7:0] dato;							 
	output reg hecho;							 
	output reg ERRrx;							 
	parameter ESPERAR = 2'b00;
	parameter RECIBIR = 2'b01;
	reg [1:0] estado;							 
	reg recibido;								 
	reg [2:0] bitActual;							 
	initial begin
		estado = ESPERAR;
		recibido = 1'b0;
		bitActual = 3'd0;
		dato = 8'd0;
		hecho = 1'b0;
		ERRrx = 1'b0;
	end
	always @(posedge clkBaud) begin
		if(recibido)
			dato[bitActual] <= rx;					 
		else if (!rx)
			dato <= 8'd0;
	end
	always @(posedge clkBaud) begin
		case(estado)
			ESPERAR: begin
					if (!rx) begin				 
						hecho <= 1'b0;
						ERRrx <= 1'b0;
						bitActual <= 3'd0;
						estado <= RECIBIR;
						recibido <= 1'b1;
					end
				end
			RECIBIR: begin
					if(bitActual == 3'd7) begin		 
						recibido <= 1'b0;
						ERRrx <= ((rx && 		 
							dato[6:0] != 7'd49 && 	 
							dato[6:0] != 7'd50 && 	 
							dato[6:0] != 7'd52 && 	 
							dato[6:0] != 7'd55 &&	 
							dato[6:0] != 7'd56) || 	 
							(!rx && 		 
							dato[6:0] != 7'd48 && 	 
							dato[6:0] != 7'd51 && 	 
							dato[6:0] != 7'd53 && 	 
							dato[6:0] != 7'd54 && 	 
							dato[6:0] != 7'd57 ))	 
							? 1'b1 : 1'b0;
						hecho <= 1'b1;
						estado <= ESPERAR;
					end
					bitActual <= bitActual + 3'b1;
				end
			default: estado <= ESPERAR;
		endcase
	end
endmodule
==> /design/flow/run.sh <==
#!/bin/bash
# OpenROAD 26Q1-2900-gdf79404cd8, Yosys 0.63+post, stock flow scripts
make -C /OpenROAD-flow-scripts/flow DESIGN_CONFIG=/design/flow/config.mk WORK_HOME=/design/flow/orfs finish
==> /design/flow/config.mk <==
export PLATFORM = sky130hd
export DESIGN_NAME = UARTrx
export DESIGN_NICKNAME = UARTrx
export VERILOG_FILES = /design/flow/design.v
export SDC_FILE = /design/flow/constraint.sdc
export NUM_CORES = 4
export LEC_CHECK = 1
export CORE_AREA = 10 10 81 81
export DIE_AREA = 0 0 91 91
==> /design/flow/constraint.sdc <==
current_design UARTrx

set clk_period 2.9
set clk_io_pct 0.2

create_clock -name clk0 -period $clk_period [get_ports {clkBaud}]

set non_clock_inputs [all_inputs -no_clocks]
set_input_delay [expr $clk_period * $clk_io_pct] -clock clk0 $non_clock_inputs
set_output_delay [expr $clk_period * $clk_io_pct] -clock clk0 [all_outputs]
==> results.ini <==
[floorplanning]
core_area_mm2=0.00482
die_h_um=91
fp_util_pct=18.7
die_x_um=91
dieArea_mm2=0.00828
num_rows=25
io_pins=12

[clock_tree]
h-tree-depth=1
clk_path_buf_depth=2
clkSlewWorstSetupHoldPaths_ns=0.05
cts_made_buffers=3
clock-sinks=14
cts_tree=yes
ctsResizeCount=0
ctsHoldBuffers=0
clock_latency_ns=0.23
ctsRootBufferMaster=clkbuf_8
postCtsSetupRepairBufs=0

[setup_path]
path_cells=inv_1, ha_1, and2_4, o21ai_1, mux2i_1, nor2_1
cpMaxStageDelayCell=edfxtp_1
r2r_start=bitActual[0]$_SDFFCE_PN0P_
critical_path_class=reg -> reg
worstPathRequired_ns=2.88
crit_path_end_kind=flop
path_buffers=1
crit_arrival_ns=2.05
slowest_delay_ns=0.62
start_kind=flop
cp_max_fo=11
worstRegToRegCells=6
reg2reg_slack_ns=0.82
reg2reg_to=dato[4]$_SDFFCE_PN0P_
cpLargestDelayFamily=flip-flops

[place]
dpl.hpwl_mm=1.42
place_ws_ns=0.747
port_buffers=11
placed_area_mm2=0.00105
place_congestion=0.893

[detailed_routing]
viasPerCell=3.87
wl_mm=1.81
wl_per_cell_um=11.4
drtAntennaViolNets=0
drt_pass1_iterations=4
diodes=0
route.detailed.drc=0
num_vias=611
drt_iter0_markers=46

[power]
swShare_pct=37.4
intPower_mw=0.640
p_sw_mw=0.383
ir_drop_v=0.000222
seqPwrFrac_pct=40.4
powerDensity_mw_per_mm2=938
p_comb_share_pct=45.0
total_power_mw=1.02
power.leakage_nw=0.398
clkPwrFrac_pct=14.5

[global_route]
use_met3_pct=2.32
grt_pass1_vias=640
antenna_found_initial=0
use_met2_pct=6.26
grt_most_used_layer=met1
grt_pass1_wl_mm=3.11
grt.overflow.total=0
grt_max_degree=14
grtUsageMet1_pct=6.28
grt_usage_pct=4.46

[sta]
period_needed_ns=2.08
finalClockSkew_ns=0.00181
drv_slew=0
slew_headroom_pct=67.4
rsz0062_at_grt=no
period_used_pct=71.6
finalHoldViolations=0
fin_ws_ns=0.823
worst_slew_pin_slew_ns=0.488
max_freq_ghz=0.481
setup_viol=0
timing.setup.tns_ns=0

[run]
log.warning_count=29
maxCapViolCount=0

[synth]
ys.flops=14
synth-edff-count=14
synth_area_um2=900
ff_type=edfxtp_1
ys_chip_area_um2=900
common_cells=14 x edfxtp_1, 12 x nand2_1, 11 x nor2_1
ys.warnings.count=1
synth.avg_cell_area_um2=11.0
yosys-top-cells-area=edfxtp_1 47%, ha_1 8.3%, nand2_1 5.0%
synth_top_cell_by_area=edfxtp_1
netlist_instances=82
synth_seq_share_pct=46.7
most_common_cell=edfxtp_1
ys_cells=82
synth_top_area_share_pct=46.7
ys_types=29
synthArstFlopShare_pct=0

[finish]
final_core_util_pct=22.6
syn2layout_area_growth_pct=21.1
final_area_mm2=0.00109
final_layout_size_suffix_gt1_share_pct=11.0

[min_path]
min_path_type=reg -> reg
hold_depth=0
hold_start=recibido$_DFFE_PP_
holdPathEnd=hecho$_DFFE_PP_

[outcome]
outcome=complete, no violations

==> metrics by stage <==
stage	std cells	hold slack (ns)
3_3_place_gp	155	0.501
6_report	158	0.499
3_5_place_dp	155	0.501
4_1_cts	158	0.508
2_1_floorplan	82	0.456
5_1_grt	158	0.540
==> cells in the final DEF, fill, tap and decap left out, types with 2 or more instances in the layout <==
cell type	synthesis	routed
a21oi_1	4	4
a22oi_1	3	3
and2_1	2	2
clkbuf_8	0	3
clkdlybuf4s50_1	0	11
edfxtp_1	14	14
ha_1	6	6
inv_1	3	3
mux2i_1	2	2
nand2_1	12	12
nor2_1	11	11
o21ai_1	2	2
xnor2_1	2	2
xor2_2	2	2
==> how the worst max path moves through the flow <==
| stage | slack, ns | cells past startpoint | start | endpoint |
|---|---|---|---|---|
| after CTS | 0.82 | 6 | bitActual[0]$_SDFFCE_PN0P_ | dato[4]$_SDFFCE_PN0P_ |
| after global routing | 0.67 | 6 | bitActual[0]$_SDFFCE_PN0P_ | dato[4]$_SDFFCE_PN0P_ |
| final | 0.82 | 6 | bitActual[0]$_SDFFCE_PN0P_ | dato[4]$_SDFFCE_PN0P_ |
==> cells by family after synthesis <==
| group | Yosys count | share of synthesized area (%) |
|---|---|---|
| flip-flops | 14 | 46.7 |
| buffers and inverters | 8 | 6.26 |
| AND/OR/NAND/NOR | 34 | 19.9 |
| adder cells (fa/ha/maj) | 6 | 8.34 |
| AND-OR/OR-AND | 13 | 9.18 |
| XOR/XNOR | 5 | 7.37 |
| multiplexers | 2 | 2.23 |
==> worst reg2reg max path: cells and delay by family, from the launching register on <==
kind            cells  cell delay [ns]
buf+inv             1             0.16
flops               1             0.62
compound gates      1             0.17
mux                 1             0.22
fa+ha+maj           1             0.38
simple gates        2             0.27
==> final cells by class <==
class,instances,area [um^2]
clock buffer,3,41.3
fill,528,3730
inverter,3,11.3
multi-input combinational,60,423
sequential,14,420
tap,67,83.8
timing repair buffer,11,110
==> power by group through the flow <==
stage / logic, mW / clock network (mW) / registers (mW)
after CTS: 0.462 / 0.151 / 0.416
final: 0.460 / 0.149 / 0.413
after global routing: 0.519 / 0.165 / 0.428
==> routing by layer <==
layer / wire length (um) / vias up
met1: 912 / 289
met2: 746 / 19
met5: 0 / -
met3: 148 / 0
met4: 0 / 0
li1: - / 303
==> sequential cells by signal, indices dropped and copies added, names as in the netlist <==
signal and count:
bitActual 3, hecho 1, dato 8, recibido 1
ERRrx 1
No activity file was given, so power comes from the tool's default toggle rates.

$ cat config.mk
export PLATFORM = sky130hd
export DESIGN_NAME = bomba
export DESIGN_NICKNAME = bomba
export VERILOG_FILES = /design/flow/design.v
export SDC_FILE = /design/flow/constraint.sdc
export NUM_CORES = 4
export LEC_CHECK = 1
export CORE_UTILIZATION = 40
$ cat design.v
module bomba(regar, maceta, MODbomba, clk, activarB);
	input wire regar; 		 
	input wire MODbomba;		 
	input wire [3:0] maceta; 	 
	input clk;
	output reg activarB; 		 
	wire [1:0] tiempoRegado;	 
	reg [63:0] temporizador;	 
	reg activarR;			 
	assign tiempoRegado = (maceta[3:0] == 4'd1) ? 2'd1 :		 
			      ((maceta[3:0] == 4'd2) ? 2'd2 :		 
			      ((maceta[3:0] == 4'd3) ? 2'd3 : 2'd0));	 
	initial begin
		temporizador = 64'd0;
		activarR = 1'd0;
		activarB = 1'd0;
	end
	always @(posedge clk) begin					 
		if(MODbomba) begin
			if(regar && !activarR) begin
				activarR <= 1'd1;
			end
			if(activarR) begin
				activarB <= 1'd1;
				if(temporizador < 64'd50_000_000 * 64'd30 * tiempoRegado) begin
					temporizador <= temporizador + 64'd1;
				end else begin
					activarR <= 1'd0;
					activarB <= 1'd0;
					temporizador <= 64'd0;
				end
			end
		end else activarB <= 1'd0;
	end
endmodule
$ cat run.sh
#!/bin/bash
# OpenROAD 26Q1-2900-gdf79404cd8, Yosys 0.63+post, stock flow scripts
make -C /OpenROAD-flow-scripts/flow DESIGN_CONFIG=/design/flow/config.mk WORK_HOME=/design/flow/orfs finish
$ cat constraint.sdc
current_design bomba

set clk_period 4.8
set clk_io_pct 0.2

create_clock -name clk0 -period $clk_period [get_ports {clk}]

set non_clock_inputs [all_inputs -no_clocks]
set_input_delay [expr $clk_period * $clk_io_pct] -clock clk0 $non_clock_inputs
set_output_delay [expr $clk_period * $clk_io_pct] -clock clk0 [all_outputs]
==> run notes <==
Numbers from the implementation run.

The flow ran to the end, and the final reports show no timing, DRC or antenna violations. STA classifies the critical path endpoint as a flip-flop. The first global-routing pass estimated approximately 9.6 mm of wire.

The worst slew slack as a fraction of its limit is between 50% and 60%. The total power after layout is 1.24 mW. The switching share of total power is 21.5%.

The violation count after the first detailed-routing iteration is 109. The synthesis warning total is 1. Setup repair after global routing left no endpoint under its margin. The ratio of total power to cell area is 313 nW/um2.

The layout overhead on the synthesized area is 14.4%. The endpoint of the worst register-to-register path is temporizador[7]. The chip area line in the Yosys stat output reads 3470 um2. STA lists the maximum fanout along the critical path as 34. Per the final report, max-transition violations number 0.

Cell internal power was estimated by the tool at around 1 mW. Per the detail_route report, DRC violations left total 0. The shortest period the worst path allows is 3.94 ns. Counting distinct cell types in the post-synthesis netlist gives 39.

The fraction of synthesized cell area taken by the top area cell type is 56.3%. Detailed placement ended at an HPWL of 3.90 mm. The worst-case vdd ir drop is 0.234 mV.

The H-tree was split into 3 levels. The part of the Yosys area used for sequential elements is 56.8%. The synthesis stats list as the most numerous cell edfxtp_1. The worst setup path is of the primary input to flip-flop kind.

After synthesis, the most frequently instantiated cells are edfxtp_1 (65), nor2_1 (41), ha_1 (26). The most used flip-flop cell is edfxtp_1. The number of antenna violations at the first check in global routing was 0. The worst setup path is launched from a primary input. In this run, synthesis produced a sequential element count of 66.

The finished layout holds 435 standard cells, fillers aside. The all-layer global routing usage is about 15%. The script logs the ratio of routed vias to standard cells as 4.81. The number of max-cap violations is 0.

In this design, the critical path's most frequently occurring cell is ha_1. Before placement the cells fill 41.8% of the core. The cell class contributing the biggest share of worst-path delay is AND-OR/OR-AND gates. The worst reg-to-reg setup slack is approximately 2.3 ns.

The die boundary height is around 95 um. The post-detailed-route count of antenna-violating nets is 0. The final core utilization is 47.8%. Per the gpl log, the routability congestion estimate is approximately 0.79. The launch instance of the worst min-delay path is activarB. The cell depth of the worst flop-to-flop path is 7. The mean cell area of the mapped netlist is 12.3 um2.

The placeable core region is 8300 um2. Summing every instance area after synthesis gives 3470 um2. The site row count is 33. The cell type with the largest total area after synthesis is edfxtp_1.

The number of hold buffers added after cts is 0. The slew of the pin with the lowest slew margin is 0.706 ns. Per the TritonCTS log, the buffer count is 9. In this design, the stage delay of the slowest critical-path cell is 0.48 ns.

The clock transition time at the flip-flop clock pins of the worst setup and hold paths is 0.08 ns. OpenROAD emitted warnings numbering 31. For the worst-skew pair, the clock arrives at the later sink with an insertion delay of ~0.34 ns.

The count of inserted antenna diode cells is 0. The number of synthesized flops with an enable pin is 65. Summing all placed instances gives a cell area of 3750 um2.

Ranked by total cell area, the synthesized netlist is headed by edfxtp_1 (56%), ha_1 (9.4%), xor2_1 (6.3%), nor2_1 (4.4%), xnor2_1 (2.5%). The maximum count of clock buffers along a single path is 2. The quantity of I/O buffers inserted on ports is 7.

The data arrival time of the critical path is around 4.0 ns. Per the detailed-route log, wirelength across all metal layers totals between 5 and 6 mm. The final timing summary puts the cycle share of the worst path at 82.0%. Per the finish-stage timing summary, setup violations number 0.

The clock tree root buffer cell is clkbuf_8. The number of sinks handled by clock tree synthesis is 66. The cell sequence reported for the critical path is clkdlybuf4s50_1, or3b_4, inv_1, ha_1, ha_1, o2111a_1, o311ai_2, a2111o_1, a31oi_4, buf_4, nor2_1. The post-CTS setup-driven buffer insertion count is 0. The worst hold path cell count is 2. The critical register-to-register path startpoint is temporizador[11]. The clock skew after layout is 0.0118 ns. The report lists the number of cells resized after CTS as 0. The required time at the worst endpoint is listed as 4.88 ns. For this design the total switching power over the nets is 0.267 mW. Summed over all cells, the static leakage comes to ~1.4 nW. Synthesis handed over a netlist of approximately 280 instances. The first-pass iteration count of the detailed router is 6. The full die area is 9050 um2. The top-level port count is 8. Adding up every negative setup slack in the final design gives 0 ns. The share of total power in the clock network is 41.1%. The worst min-delay path category is flip-flop to flip-flop. Entering global routing, the biggest net connects 38 pins. The worst hold path terminates at activarB. The fraction of final layout cells sized beyond drive strength 1 is between 7 and 8%.

Among all stages on the critical path, the largest delay is contributed by a2111o_1. In this run, placement finished with an instance count of 419. The flow reports an fmax of ~250 MHz. The fraction of power consumed by combinational cells is 5.1%. The final tally of hold violations is 0. TritonCTS built the clock tree.

The overall die width is 95.1 um. Sequential cells burn between 50% and 60% of the power. The number of buffers and inverters on the critical path is 3. The via count of the first global-routing pass is about 2,100. The fraction of synthesis flops using an asynchronous set or reset pin is 0%. The total grt overflow is 0.

With fillers left out, the area of the finished cells amounts to 3970 um2. Per the detail_route report, the via count comes to 2,094. The synthesized netlist was found by Yosys to have 281 cells. The routed wire length per instance is 12.8 um.
-- power by group through the flow --
| stage | sequential, mW | clock, mW | combinational, mW |
|---|---|---|---|
| 6_report | 0.667 | 0.511 | 0.0638 |
| 5_1_grt | 0.670 | 0.546 | 0.0736 |
| 4_1_cts | 0.667 | 0.523 | 0.0642 |
-- tightest hold or removal path, stage by stage (launching register included) --
cell and delay [ns]:
dfxtp_1 0.32, nand2b_1 0.06, a31oi_1 0.08
-- cells in the final DEF, fill, tap and decap left out, types with 3 or more instances in the layout --
master,count
inv_1,10
edfxtp_1,65
a21oi_1,5
nand2_1,21
and4_1,5
and3_1,4
xnor2_1,10
nand4_1,7
nor2_1,41
nand3_1,14
xor2_1,25
or3_1,3
nor2b_1,3
clkdlybuf4s50_1,7
nor4_1,9
conb_1,30
clkbuf_8,9
ha_1,26
nor3_1,4
-- flip-flops by register name (all words and copies together), names as in the netlist --
name,cells
activarB,1
activarR,1
temporizador,64
-- worst max path at each step --
stage | start | to | slack, ns | cells past startpoint
global route | maceta[2] | temporizador[2] | 0.67 | 13
finish | maceta[3] | temporizador[7] | 0.86 | 11
CTS | maceta[3] | temporizador[7] | 0.86 | 11
-- stage by stage --
stage	setup slack [ns]	hold WS [ns]
after floorplan	1.24	0.446
after global placement	0.574	0.489
after detailed placement	0.496	0.491
after CTS	0.864	0.512
after global routing	0.675	0.560
final	0.863	0.506
-- logic make-up (layout without fill, tap and decap cells) --
logic type | after synthesis | in the layout | share of synthesized area (%)
buf+inv | 15 | 35 | 2.31
xor+xnor | 35 | 35 | 8.84
other cells | 1 | 30 | 0.108
fa+ha+maj | 26 | 26 | 9.38
compound gates | 17 | 17 | 4.44
flops | 66 | 66 | 56.8
simple gates | 121 | 121 | 18.1
-- layer usage --
layer / up-vias / routed length [um] / global-route usage [%]
met1: 976 / 2830 / 25.1
met3: 9 / 197 / 3.97
met4: 0 / 80 / 1.89
met2: 20 / 2480 / 21.1
met5: - / 0 / 0
li1: 1089 / - / -
-- cell type report --
class / instances / area, um2
Fill cell: 708 / 4330
Sequential cell: 66 / 1970
Multi-Input combinational cell: 229 / 1530
Tap cell: 105 / 131
Clock buffer: 10 / 128
Clock inverter: 6 / 88.8
Timing Repair Buffer: 9 / 85.1
Inverter: 10 / 37.5
Power figures rest on the tool's default switching activity, not on a simulated workload.

==> ./config.mk <==
export PLATFORM = sky130hd
export DESIGN_NAME = codificador
export DESIGN_NICKNAME = codificador
export VERILOG_FILES = /design/flow/design.v
export SDC_FILE = /design/flow/constraint.sdc
export NUM_CORES = 4
export LEC_CHECK = 1
export CORE_AREA = 10 10 85 85
export DIE_AREA = 0 0 95 95
==> ./constraint.sdc <==
current_design codificador

set clk_period 1.7
set clk_io_pct 0.2

create_clock -name clk0 -period $clk_period [get_ports {clk1Hz}]
create_clock -name clk1 -period $clk_period [get_ports {clkBaud}]

set non_clock_inputs [all_inputs -no_clocks]
set_input_delay [expr $clk_period * $clk_io_pct] -clock clk0 $non_clock_inputs
set_output_delay [expr $clk_period * $clk_io_pct] -clock clk0 [all_outputs]
==> ./design.v <==
module codificador(clkBaud, clk1Hz, MODluz, MODbomba, MODelectrov, highLevel, lowLevel, activarB, prenderB, activarEV, regar, datotx, init);
	input wire clkBaud;
	input wire clk1Hz;
	input wire MODluz;
	input wire MODbomba;
	input wire MODelectrov;
	input wire highLevel;
	input wire lowLevel;
	input wire activarB;
	input wire prenderB;
	input wire activarEV;
	input wire regar;
	output reg [7:0] datotx;
	output reg init;
	reg enviarPaquete;
	reg [3:0] enviarByte;
	reg [3:0] posPaquete;
	reg finPaquete;
	reg [5:0] clkcount; 									 
	reg aux;
	initial begin
		datotx = 8'd0;
		init = 1'b0;
		enviarPaquete = 1'b0;
		enviarByte = 4'd0;
		posPaquete = 4'd0;
		finPaquete = 1'b0;
		clkcount = 1'b0;
		aux = 1'b0;
	end
	always @(posedge clk1Hz) begin
		if (clkcount == 5'd20) begin
			enviarPaquete <= 1'b1;
			clkcount <= 5'b0;
		end else begin
			clkcount <= clkcount + 5'b1;
			enviarPaquete <= 1'b0;
		end
	end
	always @(posedge clkBaud) begin
		if(!enviarPaquete) aux <= 1'b0;
		if(enviarPaquete && !aux) begin
			finPaquete <= 1'b0;
			aux <= ~aux;
		end
		if(!finPaquete) begin
			init <= (enviarByte == 4'd15) ? 1'b1 : 1'b0;
			if(init)begin
				case (posPaquete)
					4'b0000: datotx <= 8'b00110011; 													 
					4'b0001: datotx <= (MODluz) ? 8'b10110001 : 8'b00110000;
					4'b0010: datotx <= (MODbomba) ? 8'b10110001 : 8'b00110000;
					4'b0011: datotx <= (MODelectrov) ? 8'b10110001 : 8'b00110000;
					4'b0100: datotx <= (highLevel) ? 8'b10110001 : 8'b00110000;
					4'b0101: datotx <= (lowLevel) ? 8'b10110001 : 8'b00110000;
					4'b0110: datotx <= (activarB) ? 8'b10110001 : 8'b00110000;
					4'b0111: datotx <= (prenderB) ? 8'b10110001 : 8'b00110000;
					4'b1000: datotx <= (activarEV) ? 8'b10110001 : 8'b00110000; 
					4'b1001: begin 
							datotx <= (regar) ? 8'b10110001 : 8'b00110000;
							finPaquete <= 1'b1;
						 end
					default: ;
				endcase 
				posPaquete <= (posPaquete < 4'd9) ? posPaquete + 4'd1 : 4'd0;
			end
			enviarByte <= (enviarByte < 4'd15) ? enviarByte + 4'd1 : 4'd0;
		end
	end
endmodule
==> ./run.sh <==
#!/bin/bash
# OpenROAD 26Q1-2900-gdf79404cd8, Yosys 0.63+post, stock flow scripts
make -C /OpenROAD-flow-scripts/flow DESIGN_CONFIG=/design/flow/config.mk WORK_HOME=/design/flow/orfs finish
==> metrics.csv <==
metric;value;unit
crit path capture;datotx[0]$_DFFE_PP_;
Final Max Slew Viols;0;
synthesis area per yosys;1121;µm²
# setup viols final;5;
Hold Fails Final Rpt;0;
Clk pin slew, worst setup/hold paths;0.06;ns
row cnt;27;
Post-Syn Instances;104;
CP top delay family;flip-flops;
WP data arrival;1.79;ns
initial drt markers;24;
Startpoint Class;register;
Ys Warns;1;
Yosys cell types;29;
unrepaired setup endpoints after global routing;true;
Post-DP HPWL;1488;µm
IO Pins;20;
Die W;95;µm
largest net degree at the start of global routing;11;
Area leader share;37.50;%
clk_skew;0.002427;ns
die area;9025;µm²
status;complete, but fails checks;
GRT overflow;0;
Req. time, crit path;1.69;ns
FF-to-FF End;datotx[0]$_DFFE_PP_;
Avg Cell Area, Syn;10.78;µm²
Pleak;0.6208;nW
sum of negative setup slack;-0.1901;ns
met1 Use GR;5.802;%
post-route ant nets;0;
area leader, netlist;edfxtp_1;
# hold bufs at CTS;0;
RePlAce Congestion;0.7814;
max cap viols;0;
Slew headroom;63.63;%
failing checks;negative setup slack;
Least-Margin Pin Slew;0.5441;ns
R2R depth;6;
TritonCTS clock tree;built;
port bufs;15;
endpoint class of the critical path;register;
Mapped Area;1121;µm²
R2R Setup Slk;-0.10;ns
grt met2 use;6.465;%
GRT met3 Usage;1.683;%
GR peak layer;met2;
total power;0.001095;W
Routed WL;1936;µm
first-pass iteration count of the detailed router;4;
Area Growth Syn to Fin;41.07;%
biggest area cells;edfxtp_1 38%, dfxtp_1 14%, ha_1 10%;
Critical Path Max Stage Delay;0.48;ns
combinational gate area;534.3;µm²
CP startpoint;posPaquete[0]$_SDFFCE_PP0P_;
initial antenna violation count;0;
commonest cells after routing, fill and taps aside;15 x clkdlybuf4s50_1, 15 x buf_4, 14 x edfxtp_1;
CP Depth;6;
Vias;796;
diode count;0;
core area;5473;µm²
Fill cells;562;
drt wl/cell;9.219;µm
Vias/cell;3.790;
gr usage total;4.279;%
VDD IR-drop max;0.4342;mV
worst reg2reg startpoint;posPaquete[0]$_SDFFCE_PP0P_;
min-delay worst type;register to register;
share of cells above drive strength 1;23.91;%
first-pass GRT wire length;3160;µm
crit-path cells;inv_2, ha_4, a221oi_2, a31oi_1, o21bai_1, or3b_1;
number of global-route vias before repair;759;
# DRC;0;
clock sinks;22;
floorplan-stage core utilization;20.48;%
Pwr Density;692.6;nW/µm²
Buf+Inv Stages, Crit Path;1;
Reg area;580.6;µm²
OpenROAD warning count;35;
Setup WS post-layout;-0.1023;ns
die height;95;µm
number of synthesized register bits;22;
cells in synth_stat.txt;104;
Seq share, synth;51.79;%
slowest CP cell;edfxtp_1;
Crit Path Max Fanout;5;
CP Class;register to register;
how the worst min path moves through the flow:
stage / startpoint / endpoint / depth (start not counted)
after CTS: enviarPaquete$_DFF_P_ / aux$_SDFFCE_PN0P_ / 1
after global routing: enviarPaquete$_DFF_P_ / aux$_SDFFCE_PN0P_ / 1
final: enviarPaquete$_DFF_P_ / aux$_SDFFCE_PN0P_ / 1
worst register-to-register path, stage by stage, from the launching register on:
cell,delay [ns]
edfxtp_1,0.48
inv_2,0.12
ha_4,0.18
a221oi_2,0.20
a31oi_1,0.06
o21bai_1,0.15
or3b_1,0.35
where the power goes:
group          internal (W)  leakage [nW]  switching (W)
combinational     0.0000181         0.357     0.00000426
sequential         0.000563         0.215              0
clock              0.000324        0.0482       0.000187
total              0.000904         0.621       0.000191
state kept, by name, summed over array words and instances (netlist names):
| name | count |
|---|---|
| posPaquete | 4 |
| enviarPaquete | 1 |
| finPaquete | 1 |
| enviarByte | 4 |
| aux | 1 |
| clkcount | 6 |
| datotx | 4 |
| init | 1 |
through the flow:
step	instance area, µm²	utilization [%]	hold slack, ns	std cells	setup WS (ns)
finish	1582	28.90	0.4563	210	-0.1023
global route	1582	28.90	0.4932	210	-0.2293
CTS	1569	28.67	0.4578	209	-0.1221
detailed placement	1441	26.34	0.4659	199	-0.1423
global placement	1441	26.34	0.4682	199	-0.1470
floorplan	1156	-	0.4415	106	-0.005745
synth_stat cells:
cell      count
and2b_1       1
a221oi_2      1
ha_1          9
nand2b_1      2
nand4b_1      1
clkbuf_1      1
a21oi_1       3
edfxtp_1     14
nor3_1        1
nor4b_2       1
o21bai_1      1
buf_6         1
xor2_1        4
or3b_1        1
nor2b_1       4
inv_1         6
o31ai_1       1
dfxtp_1       8
a31oi_1       1
nor2_1        9
nand3_1       6
xnor2_1       2
a22oi_1       2
o21ai_0       8
conb_1        2
nand2_1       7
and3_1        1
a21boi_0      2
buf_4         4
final cells by class:
class,count,area share (%)
Sequential cell,22,36.71
Timing Repair Buffer,30,16.61
Inverter,6,1.424
Clock buffer,7,5.459
Tap cell,72,5.696
Multi-Input combinational cell,72,33.78
Clock inverter,1,0.3165
per-layer routing:
layer	share of wire [%]	up-vias	routed length, µm
met5	0	-	0
met4	0	0	0
met3	7.6	0	148
met2	45	18	863
met1	48	363	924
li1	-	415	-
timing repair:
action	4_1_cts	5_1_grt
endpoints found under the setup margin	5	7
gates resized	4	3
buffers inserted	2	1
pin swaps	3	1
cells by family (layout without fill, tap and decap cells):
family          count (synthesis)  after routing  synth area share (%)
flops                          22             22                 51.79
other cells                     2              4                0.6699
xor+xnor                        6              6                 4.687
buf+inv                        12             44                 6.026
simple gates                   34             34                 15.96
fa+ha+maj                       9              9                 10.04
compound gates                 19             19                 10.83
Power figures rest on the tool's default switching activity, not on a simulated workload.
